<file path="flow/run.sh">
#!/bin/bash
# OpenROAD 26Q1-2900-gdf79404cd8, Yosys 0.63+post, stock flow scripts
make -C /OpenROAD-flow-scripts/flow DESIGN_CONFIG=/design/flow/config.mk WORK_HOME=/design/flow/orfs finish
</file>
<file path="flow/config.mk">
export PLATFORM = sky130hd
export DESIGN_NAME = full_adder
export DESIGN_NICKNAME = full_adder
export VERILOG_FILES = /design/flow/design.v
export SDC_FILE = /design/flow/constraint.sdc
export NUM_CORES = 4
export LEC_CHECK = 1
export CORE_AREA = 10 10 70 70
export DIE_AREA = 0 0 80 80
</file>
<file path="flow/constraint.sdc">
current_design full_adder

set clk_period 6.3
set clk_io_pct 0.2

create_clock -name clk0 -period $clk_period

set non_clock_inputs [all_inputs -no_clocks]
set_input_delay [expr $clk_period * $clk_io_pct] -clock clk0 $non_clock_inputs
set_output_delay [expr $clk_period * $clk_io_pct] -clock clk0 [all_outputs]
</file>
<file path="flow/design.v">
`timescale 1ns / 1ps
module full_adder(a, b, carry,sum);
    parameter WIDTH = 8;
    input [WIDTH-1:0] a, b;
    output [WIDTH-1:0] sum;
    output [WIDTH-1:0] carry;
    assign { carry, sum } = a + b ;
endmodule
</file>
==> GITHUB_STEP_SUMMARY <==
### Metrics collected by this job

| Metric | Value |
|---|---|
| Post-Layout Inst Area | around 660 sq um |
| First-pass GRT wire length | between 1500 and 2000 um |
| Initial antenna violation count | 0 |
| Maxcap violations | 0 |
| DPL Wire Length | between 1000 and 1500 um |
| Status | finished, final reports clean |
| Peak Freq | ~220 MHz |
| WL final | around 1200 um |
| Power Dens Cells | 89.2 mW/mm^2 |
| Post_cts resized | 0 |
| GPL Wtd Cong | around 0.70 |
| Cts hold-fix bufs | 0 |
| Critical-path maximum fanout | 2 |
| Final Hold Vio Count | 0 |
| Number of logged tool warnings | 32 |
| # IOs | 32 |
| DRT iter0 DRCs | 2 |
| RSZ-0062 raised after global routing | no |
| Area delta synth->final | 73.0% |
| Total chip power | approximately 60 uW |
| GRT overflow | 0 |
| CLK BUF | 0 |
| Port bufs | 25 |
| TNS Setup | 0 ps |
| Synth Cell Area | 380 sq um |
| Max-slew violations | 0 |
| Final Setup Violations | 0 |
| VDD IR max | 0.0395 mV |
| WS Path Type | input port to output port |
| Post-Syn Instances | ~50 |
| CP startpoint | a[0] |
| # Cells Yosys | ~50 |
| Reg area | 0 sq um |
| Gr usage total | about 3.4% |
| Antenna viol nets, final | 0 |
| Distinct cell type count after synthesis | 22 |
| YS chip area | between 300 and 400 sq um |
| Rows | 21 |
| Die W | ~80 um |
| DP Area | approximately 660 sq um |
| Startpoint type of the worst setup path | input port |
| Syn_area_per_cell | ~7.6 sq um |
| Die height | about 80 um |
| Via count | ~400 |
| Tcrit/Tclk final | between 70% and 80% |
| Register share after synthesis | 0% |
| Main area contributors after synthesis | ha_1 26%, buf_4 14%, a21oi_1 6.6%, a311o_1 5.3%, fa_1 5.3% |
| Final Util | 19.3% |
| Worst path required time | 5040 ps |
| HP Class | input port to output port |
| Syn. warnings | 0 |
| FP Core Util | roughly 11% |
| Leak | about 0.00028 uW |
| Ant. Diodes | 0 |
| Flops | 0 |
| Worst Path Arrival | between 3000 and 4000 ps |
| Area leader share | roughly a quarter |
| Die ar. | between 0.006 and 0.007 sq mm |
| WL per Instance | slightly below 10 um |
| Count leader, synth | ha_1 |
| Vias in the first global route | roughly 400 |
| Post-layout min period | roughly 4600 ps |
| Post CTS Setup Buffer Count | 0 |
| Crit path capture type | output port |
| Drt pass-1 iters | 4 |
| DRC Markers | 0 |
| Post-synth top cells | 8 x ha_1, 7 x buf_4, 5 x a21oi_1 |
| Post-synth top area cell | ha_1 |
| HP Start | b[0] |
| Largest net degree at the start of global routing | 7 |
| Layout cells sized above 1 | around 1.4% |
| Routed vias/inst | 3.36 |
| Area of the core | 0.00342 sq mm |
==> layout by cell type, fill, tap and decap left out, drive strengths merged <==
cell type	instances
a221oi	1
inv	3
xor2	2
mux2i	1
nor4	1
nor2b	2
a21oi	5
nor2	2
nor3	2
ha	8
xnor2	2
a21o	2
a2111oi	1
nand3	2
a311o	2
o21bai	1
conb	7
nand2	3
o21ai	1
clkdlybuf4s50	25
fa	1
==> critical path, cell delays in order <==
cell             delay, ps
clkdlybuf4s50_1        400
ha_1                   230
fa_1                   400
a21oi_1                230
nor2_1                  70
nor2_1                 150
xnor2_1                150
clkdlybuf4s50_1        490
==> cell type report <==
| cell class | instances | area, sq um |
|---|---|---|
| fillers | 395 | 2760 |
| multi-input cells | 46 | 339 |
| well taps | 46 | 57.6 |
| repair buffers | 25 | 250 |
| inverters | 3 | 11.3 |
==> cells by family after synthesis <==
logic type / Yosys count / synth area share [%]
xor gates and xnor gates: 4 / 9.21
and+or+nand+nor: 12 / 15.1
other: 1 / 0.986
muxes: 1 / 2.63
adders and majority gates: 9 / 31.6
buffers and inverters: 10 / 16.8
AOI/OAI and AO/OA: 13 / 23.7
==> metrics by stage <==
stage               setup slack [ps]  cells  hold slack (ps)
floorplan                       2730     56             2590
global placement                1680    120             3560
detailed placement              1680    120             3550
CTS                             1660    120             3560
global route                    1510    120             3590
finish                          1670    120             3540
==> power by group <==
| group | internal (uW) | switching [uW] |
|---|---|---|
| logic | 38.6 | 20.0 |
| clock network | 0 | 0 |
| registers | 0 | 0 |
| total | 38.6 | 20.0 |
==> layer usage <==
metal | vias up | global-route usage [%] | wire, um
li1 | 219 | - | -
met1 | 166 | 4.84 | 630
met2 | 18 | 5.38 | 487
met3 | 0 | 0.682 | 60
met4 | 0 | 0 | 0
met5 | - | 0 | 0
==> worst paths after layout <==
path,endpoint,slack [ps],depth (start not counted)
min,sum[0],3540,3
max,sum[6],1670,8
No activity file was given, so power comes from the tool's default toggle rates.
